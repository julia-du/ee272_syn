### design/flow/run.sh
#!/bin/bash
# OpenROAD 26Q1-2900-gdf79404cd8, Yosys 0.63+post, stock flow scripts
make -C /OpenROAD-flow-scripts/flow DESIGN_CONFIG=/design/flow/config.mk WORK_HOME=/design/flow/orfs finish
### design/flow/config.mk
export PLATFORM = sky130hd
export DESIGN_NAME = ifmap_radr_gen
export DESIGN_NICKNAME = ifmap_radr_gen
export VERILOG_FILES = /design/flow/design.v
export SDC_FILE = /design/flow/constraint.sdc
export NUM_CORES = 4
export LEC_CHECK = 1
export CORE_UTILIZATION = 50
### design/flow/constraint.sdc
current_design ifmap_radr_gen

set clk_period 14.3
set clk_io_pct 0.2

create_clock -name clk0 -period $clk_period [get_ports {clk}]

set non_clock_inputs [all_inputs -no_clocks]
set_input_delay [expr $clk_period * $clk_io_pct] -clock clk0 $non_clock_inputs
set_output_delay [expr $clk_period * $clk_io_pct] -clock clk0 [all_outputs]
### design/flow/design.v
module ifmap_radr_gen
#( 
  parameter BANK_ADDR_WIDTH = 8
)(
  input clk,
  input rst_n,
  input adr_en,
  output [BANK_ADDR_WIDTH - 1 : 0] adr,
  input config_en,
  input [BANK_ADDR_WIDTH*8 - 1 : 0] config_data
);
  reg [BANK_ADDR_WIDTH - 1 : 0] config_OX0, config_OY0, config_FX, config_FY, 
    config_STRIDE, config_IX0, config_IY0, config_IC1;
  always @ (posedge clk) begin
    if (rst_n) begin
      if (config_en) begin
        {config_OX0, config_OY0, config_FX, config_FY, config_STRIDE, 
         config_IX0, config_IY0, config_IC1} <= config_data; 
      end
    end else begin
      {config_OX0, config_OY0, config_FX, config_FY, config_STRIDE, 
       config_IX0, config_IY0, config_IC1} <= 0;
    end
  end
  reg [BANK_ADDR_WIDTH - 1 : 0] ox0, oy0, fx, fy, ic1;
  wire [BANK_ADDR_WIDTH - 1 : 0] ix0, iy0, adrc;
  always @ (posedge clk) begin
    if (rst_n) begin
      if (adr_en) begin
        ox0 <=  (ox0 == config_OX0 - 1) ? 
          0 : ox0 + 1;
        oy0 <=  (ox0 == config_OX0 - 1) ? 
          ((oy0 == config_OY0 - 1) ? 0 : oy0 + 1) : oy0;
        fx  <= ((ox0 == config_OX0 - 1) && (oy0 == config_OY0 - 1)) ? 
          ((fx == config_FX - 1) ? 0 : fx + 1) : fx;
        fy  <= ((ox0 == config_OX0 - 1) && (oy0 == config_OY0 - 1) && (fx == config_FX - 1)) ? 
          ((fy == config_FY - 1) ? 0 : fy + 1) : fy;
        ic1 <= ((ox0 == config_OX0 - 1) && (oy0 == config_OY0 - 1) && (fx == config_FX - 1) && (fy == config_FY - 1)) ? 
          ((ic1 == config_IC1 - 1) ? 0 : ic1 + 1) : ic1;
      end
    end else begin
      ox0 <= 0;
      oy0 <= 0;
      fx <= 0;
      fy <= 0;
      ic1 <= 0;
    end
  end
  assign ix0 = config_STRIDE * ox0 + fx;
  assign iy0 = config_STRIDE * oy0 + fy;
  assign adrc = ic1 * config_IX0 * config_IY0 + iy0 * config_IX0 + ix0;
  assign adr = adrc[BANK_ADDR_WIDTH - 1 : 0];
endmodule
==> flow_summary.ini <==
; generated from flow reports
[status]
status = complete, no violations

[cells_and_area]
layoutNonFillerInstCount = 1516
lay_top_count = inv_1
syn2layout_area_growth_pct = 11.75
fillers = 1865
design_area_um2 = 11770
fin_util_pct = 57.60
seq_area_um2 = 2082
final_cell_mix = 139 x inv_1, 107 x nand2_1, 104 x dfxtp_1, 101 x xnor2_1, 96 x ha_1
drive_gt1_share_pct = 2.809
logic_area_um2 = 7706

[clock_tree]
cts_setup_buffers = 0
cts_tree = built
cts_buffers = 9
clk_latency_ns = 0.37
clock-root-buffer = clkbuf_16
cts_num_sinks = 104
ctsHoldBuffers = 0
htree_levels = 3
clkSlewWorstSetupHoldPaths_ns = 0.08
cts_buffer_depth = 2
postCtsResizedCells = 0

[power_and_ir_drop]
power_switching_uw = 202.1
netSwitchingFraction_pct = 28.90
leakage_uw = 0.005162
p_seq_share_pct = 46.2
power.density_nw_per_um2 = 59.43
irDropWorstVdd_mv = 0.04989
internal-power_uw = 497.2
combPwrFrac_pct = 14.6
p_clk_share_pct = 39.2

[synthesis]
synth_chip_area_um2 = 10530
muxShareOfSynthArea_pct = 6.369
synth_top_flop_cell = dfxtp_1
synth-edff-count = 0
synthCells = 1204
simple_gate_share_pct = 19.96
synthArstFlopShare_pct = 0
ys_seq_share_pct = 19.77
numSynthFlops = 104
ys_cells = 1204
syn_area_um2 = 10530
syn_area_per_cell_um2 = 8.746
synth-adder-area-share_pct = 27.95
top_logic_kind = adder cells
xor_share_pct = 11.83
synthDistinctLibCells = 63
ys_warn_count = 1
aoi_share_pct = 7.070

[grt]
antenna_found_initial = 0
grt_max_degree = 42
grt_pass1_wl_mm = 41.89
grt-ovfl-total = 0
grt_usage_pct = 25.63
grt_pass1_vias = 7852

[critical_path]
slowest_delay_ns = 0.55
cpMostUsedCell = fa_1
arrival_ns = 8.99
slowest_stage = fa_1
crit_required_ns = 11.44
crit_type = flop to output port
worstSetupEndpointType = output port
startpoint_type = flop
crit_fanout = 13
rr_worst_depth = 9

[detailed_routing]
wirelength_mm = 25.20
vias_per_cell = 5.303
antenna_cells_inserted = 0
firstDrtPassIters = 5
drtIter0Drc = 400
routedWlPerCell_um = 16.62
vias = 8040
ant_nets = 0
drc = 0

[die]
rows = 52
dieWidth_um = 147.1
fp-utilization_pct = 51.54
io-pin-count = 76
core-area_um2 = 20430
die_h_um = 147.1
design.die.area_um2 = 21640

[worst_hold_path]
hold_class = flop to flop
worstHoldPathCells = 2

[sta]
setup_viol = 0
tightest_slew_ns = 0.8031
worst_slack_ns = 2.451
final_hold_viol_count = 0
fmax_mhz = 84.40
slew_headroom_pct = 46.38
rsz0062_at_grt = false
fin_tns_setup_ns = 0
fin_skew_ns = 0.01108
period_used_pct = 82.86
finalMaxSlewViolations = 0
period_needed_ns = 11.85

[placement]
dp_slack_ns = 2.787
port_buffers = 75
routabilityCongestion = 0.9130
place_area_um2 = 11440
hpwlAfterDp_mm = 20.03
dp.cells = 1500

[run]
openroad.warnings = 25
cap_viol_max_count = 0
## critical path: cells and delay by family, from the launching register on
kind / cells / cell delay [ns]
AOI/OAI and AO/OA: 2 / 0.34
xor gates and xnor gates: 8 / 1.33
DFF: 1 / 0.48
and+or+nand+nor: 2 / 0.43
buffers and inverters: 8 / 0.74
adders and majority gates: 12 / 5.27
## power by group through the flow
stage / Sequential, uW / Combinational [uW] / Clock, uW
4_1_cts: 323 / 103 / 283
5_1_grt: 326 / 114 / 296
6_report: 323 / 102 / 274
## cell type report
cell class | count | share of cell area (%)
inverter | 140 | 4.466
clock inverter | 7 | 0.8293
clock buffer | 9 | 1.914
multi-input combinational | 905 | 65.49
tap | 270 | 2.871
timing repair buffer | 81 | 6.741
sequential | 104 | 17.69
## cells by family (layout without fill, tap and decap cells)
family / after synthesis / in the layout
compound gates: 108 / 108
flops: 104 / 104
xor+xnor: 136 / 136
fa+ha+maj: 183 / 183
simple gates: 411 / 411
mux: 67 / 67
buf+inv: 195 / 237
## synthesized netlist by cell type, types with 11 or more instances
library cell / number / share of area, %
inv_1: 140 / 5.0
nand2_1: 107 / 3.8
dfxtp_1: 104 / 20
xnor2_1: 101 / 8.4
ha_1: 96 / 11
nor2_1: 94 / 3.4
and2_1: 90 / 5.3
fa_1: 87 / 17
mux2i_1: 67 / 6.4
clkbuf_1: 49 / 1.7
xor2_1: 31 / 2.6
a21oi_1: 29 / 1.4
nand3_1: 25 / 1.2
and3_1: 14 / 0.83
o21ai_0: 13 / 0.62
nand4_1: 12 / 0.71
or3_1: 12 / 0.71
or4_1: 12 / 0.86
nor4_1: 11 / 0.65
## worst paths after layout
kind,start,endpoint,slack [ns]
worst max-delay path,oy0[0],adr[7],2.45
worst max register to register,config_OY0[0],ic1[4],10.86
worst min-delay path,config_IY0[7],config_IY0[7],0.53
worst min register to register,config_IY0[7],config_IY0[7],0.53
## flip-flops by register name, summed over array words and instances, names as in the netlist
signal / flops
oy0: 8
ic1: 8
config_IX0: 8
ox0: 8
config_FY: 8
config_STRIDE: 8
fy: 8
config_FX: 8
config_IC1: 8
config_IY0: 8
fx: 8
config_OX0: 8
config_OY0: 8
## routing by layer
layer / GRT usage [%] / routed length (um)
met1: 39.97 / 12430
met2: 40.54 / 11440
met3: 2.884 / 899
met4: 3.918 / 420
met5: 0 / 0
## metrics by stage
| step | power [uW] | hold slack, ns |
|---|---|---|
| after global routing | 736.2 | 0.5687 |
| after detailed placement | 433.1 | 0.5171 |
| after floorplan | 389.8 | 0.4600 |
| after global placement | 431.9 | 0.5052 |
| final | 699.3 | 0.5299 |
| after CTS | 710.2 | 0.5409 |
Power is estimated from default activity; no workload was simulated.
